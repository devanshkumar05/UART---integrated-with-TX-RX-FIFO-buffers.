### flow/run.sh
#!/bin/bash
# OpenROAD 26Q1-2900-gdf79404cd8, Yosys 0.63+post, stock flow scripts
make -C /OpenROAD-flow-scripts/flow DESIGN_CONFIG=/design/flow/config.mk WORK_HOME=/design/flow/orfs finish
### flow/config.mk
export PLATFORM = sky130hd
export DESIGN_NAME = uart_fifo_top
export DESIGN_NICKNAME = uart_fifo_top
export VERILOG_FILES = /design/flow/design.v
export SDC_FILE = /design/flow/constraint.sdc
export NUM_CORES = 4
export LEC_CHECK = 1
export CORE_UTILIZATION = 50
### flow/constraint.sdc
current_design uart_fifo_top

set clk_period 5.0
set clk_io_pct 0.2

create_clock -name clk0 -period $clk_period [get_ports {clk}]

set non_clock_inputs [all_inputs -no_clocks]
set_input_delay [expr $clk_period * $clk_io_pct] -clock clk0 $non_clock_inputs
set_output_delay [expr $clk_period * $clk_io_pct] -clock clk0 [all_outputs]
### flow/design.v
module baud_gen #(parameter CLK_FREQ = 50000000, parameter BAUD_RATE = 9600)(
    input wire clk,
    input wire reset,
    output reg baud_tick
);
    localparam integer DIVISOR = CLK_FREQ / (BAUD_RATE * 16);
    reg [$clog2(DIVISOR)-1:0] counter = 0;
    always @(posedge clk or posedge reset) begin
        if (reset) begin
            counter <= 0;
            baud_tick <= 0;
        end else if (counter == DIVISOR - 1) begin
            counter <= 0;
            baud_tick <= 1;
        end else begin
            counter <= counter + 1;
            baud_tick <= 0;
        end
    end
endmodule
module fifo #(
    parameter DATA_WIDTH = 8,
    parameter DEPTH = 16
)(
    input wire clk,
    input wire reset,
    input wire wr_en,
    input wire [DATA_WIDTH-1:0] wr_data,
    input wire rd_en,
    output reg [DATA_WIDTH-1:0] rd_data,
    output wire empty,
    output wire full
);
    reg [DATA_WIDTH-1:0] mem [0:DEPTH-1];
    reg [$clog2(DEPTH):0] rd_ptr = 0;
    reg [$clog2(DEPTH):0] wr_ptr = 0;
    reg [$clog2(DEPTH)+1:0] count = 0;
    assign empty = (count == 0);
    assign full = (count == DEPTH);
    always @(posedge clk or posedge reset) begin
        if (reset) begin
            rd_ptr <= 0;
            wr_ptr <= 0;
            count <= 0;
        end else begin
            if (wr_en && !full) begin
                mem[wr_ptr] <= wr_data;
                wr_ptr <= wr_ptr + 1;
                count <= count + 1;
            end
            if (rd_en && !empty) begin
                rd_data <= mem[rd_ptr];
                rd_ptr <= rd_ptr + 1;
                count <= count - 1;
            end
        end
    end
endmodule
module uart_fifo_top (
    input  wire clk,
    input  wire reset,
    input  wire [7:0] tx_data,
    input  wire tx_write,
    output wire tx_full,
    output wire tx,
    input  wire rx,
    output wire [7:0] rx_data,
    input  wire rx_read,
    output wire rx_empty
);
    wire baud_tick;
    baud_gen #(
        .CLK_FREQ(50000000),
        .BAUD_RATE(9600)
    ) baud_inst (
        .clk(clk),
        .reset(reset),
        .baud_tick(baud_tick)
    );
    uart_tx_fifo tx_inst (
        .clk(clk),
        .reset(reset),
        .baud_tick(baud_tick),
        .tx_data_in(tx_data),
        .tx_write(tx_write),
        .tx_full(tx_full),
        .tx(tx),
        .tx_busy()
    );
    uart_rx_fifo rx_inst (
        .clk(clk),
        .reset(reset),
        .baud_tick(baud_tick),
        .rx(rx),
        .rx_data_out(rx_data),
        .rx_read(rx_read),
        .rx_empty(rx_empty)
    );
endmodule
module uart_receiver (
    input wire clk,              
    input wire reset,            
    input wire rx,               
    input wire baud_tick,        
    output reg [7:0] data_out,   
    output reg data_ready        
);
    localparam IDLE  = 3'b000;
    localparam START = 3'b001;
    localparam DATA  = 3'b010;
    localparam STOP  = 3'b011;
    localparam DONE  = 3'b100;
    reg [2:0] state = IDLE;
    reg [3:0] tick_counter = 0;   
    reg [2:0] bit_index = 0;      
    reg [7:0] shift_reg = 0;
    always @(posedge clk or posedge reset) begin
        if (reset) begin
            state        <= IDLE;
            data_ready   <= 0;
            tick_counter <= 0;
            bit_index    <= 0;
            shift_reg    <= 0;
        end else if (baud_tick) begin
            case (state)
                IDLE: begin
                    data_ready <= 0;
                    if (~rx) begin   
                        tick_counter <= 0;
                        state <= START;
                    end
                end
                START: begin
                    if (tick_counter == 7) begin
                        if (~rx) begin   
                            tick_counter <= 0;
                            bit_index <= 0;
                            state <= DATA;
                        end else begin
                            state <= IDLE;   
                        end
                    end else begin
                        tick_counter <= tick_counter + 1;
                    end
                end
                DATA: begin
                    if (tick_counter == 15) begin
                        tick_counter <= 0;
                        shift_reg <= {rx, shift_reg[7:1]};   
                        if (bit_index == 7) begin
                            state <= STOP;
                        end else begin
                            bit_index <= bit_index + 1;
                        end
                    end else begin
                        tick_counter <= tick_counter + 1;
                    end
                end
                STOP: begin
                    if (tick_counter == 15) begin
                        data_out <= shift_reg;
                        data_ready <= rx;   
                        state <= IDLE;
                    end else begin
                        tick_counter <= tick_counter + 1;
                    end
                end
                default: state <= IDLE;
            endcase
        end
    end
endmodule
module uart_rx_fifo (
    input  wire clk,
    input  wire reset,
    input  wire baud_tick,
    input  wire rx,
    output wire [7:0] rx_data_out,
    input  wire rx_read,
    output wire rx_empty
);
    wire [7:0] rx_data_internal;
    wire rx_data_ready;
    uart_receiver rx_core (
        .clk(clk),
        .reset(reset),
        .rx(rx),
        .baud_tick(baud_tick),
        .data_out(rx_data_internal),
        .data_ready(rx_data_ready)
    );
    fifo #(.DATA_WIDTH(8), .DEPTH(16)) rx_fifo (
        .clk(clk),
        .reset(reset),
        .wr_en(rx_data_ready),
        .wr_data(rx_data_internal),
        .rd_en(rx_read),
        .rd_data(rx_data_out),
        .empty(rx_empty),
        .full()  
    );
endmodule
module uart_transmitter (
    input wire clk,
    input wire reset,
    input wire tx_start,              
    input wire [7:0] tx_data,         
    input wire baud_tick,             
    output reg tx,                    
    output reg tx_busy,               
    output reg tx_done                
);
    localparam IDLE  = 3'b000;
    localparam START = 3'b001;
    localparam DATA  = 3'b010;
    localparam STOP  = 3'b011;
    localparam DONE  = 3'b100;
    reg [2:0] state = IDLE;
    reg [3:0] tick_counter = 0;       
    reg [2:0] bit_index = 0;          
    reg [7:0] shift_reg = 0;
    always @(posedge clk or posedge reset) begin
        if (reset) begin
            state        <= IDLE;
            tx           <= 1'b1;    
            tx_busy      <= 0;
            tx_done      <= 0;
            tick_counter <= 0;
            bit_index    <= 0;
        end else if (baud_tick) begin
            case (state)
                IDLE: begin
                    tx_done <= 0;
                    if (tx_start) begin
                        tx_busy      <= 1;
                        shift_reg    <= tx_data;
                        tick_counter <= 0;
                        state        <= START;
                        tx           <= 0;  
                    end
                end
                START: begin
                    if (tick_counter == 15) begin
                        tick_counter <= 0;
                        bit_index <= 0;
                        state <= DATA;
                        tx <= shift_reg[0];  
                    end else begin
                        tick_counter <= tick_counter + 1;
                    end
                end
                DATA: begin
                    if (tick_counter == 15) begin
                        tick_counter <= 0;
                        bit_index <= bit_index + 1;
                        if (bit_index == 7) begin
                            state <= STOP;
                            tx <= 1;  
                        end else begin
                            shift_reg <= shift_reg >> 1;
                            tx <= shift_reg[1];  
                        end
                    end else begin
                        tick_counter <= tick_counter + 1;
                    end
                end
                STOP: begin
                    if (tick_counter == 15) begin
                        state <= DONE;
                        tick_counter <= 0;
                        tx_done <= 1;
                        tx_busy <= 0;
                    end else begin
                        tick_counter <= tick_counter + 1;
                    end
                end
                DONE: begin
                    state <= IDLE;
                    tx_done <= 0;
                end
                default: state <= IDLE;
            endcase
        end
    end
endmodule
module uart_tx_fifo (
    input  wire clk,
    input  wire reset,
    input  wire baud_tick,
    input  wire [7:0] tx_data_in,
    input  wire tx_write,
    output wire tx_full,
    output wire tx,
    output wire tx_busy
);
    wire fifo_empty;
    wire [7:0] fifo_data_out;
    reg tx_start = 0;
    wire tx_done;
    fifo #(.DATA_WIDTH(8), .DEPTH(16)) tx_fifo (
        .clk(clk),
        .reset(reset),
        .wr_en(tx_write),
        .wr_data(tx_data_in),
        .rd_en(tx_done),
        .rd_data(fifo_data_out),
        .empty(fifo_empty),
        .full(tx_full)
    );
    uart_transmitter tx_core (
        .clk(clk),
        .reset(reset),
        .tx_start(tx_start),
        .tx_data(fifo_data_out),
        .baud_tick(baud_tick),
        .tx(tx),
        .tx_busy(tx_busy),
        .tx_done(tx_done)
    );
    always @(posedge clk or posedge reset) begin
        if (reset) begin
            tx_start <= 0;
        end else begin
            tx_start <= (~fifo_empty && ~tx_busy);
        end
    end
endmodule
==> results.ini <==
[final_layout]
fill_cells = 2256
top_regs = rx_inst.rx_fifo.mem x128, tx_inst.tx_fifo.mem x128, baud_inst.counter x9
post_route_cells_drive_above_1_share_pct = 9.60
final_area_mm2 = 0.0167
area_growth_pct = 12.4

[timing]
hold_violations = 0
fin_worst_skew_ps = 25.4
relSlewSlack_pct = 34.3
rsz0062_at_grt = no
finalWorstPathRequiredPeriod_ps = 3510
timing.setup.tns_ps = 0
clock.fmax_ghz = 0.285
final_max_slew_viol_count = 0
finalCritPeriodShare_pct = 70.1
finalSetupViolations = 0
transition_time_of_the_tightest_slew_check_pin_ps = 960
final_critical_path_setup_slack_ps = 1490

[global_route]
global_route.overflow_total = 0
grt_pass1_wl_mm = 53.3
grt_max_degree = 45
grt.total_usage_pct = 25.3
first_global_vias = 9270
grt_antenna_before_repair = 0

[floorplan]
die_w_um = 174
pin_count = 24
fp.dieH_um = 174
rows = 62
initCoreUtil_pct = 51.3
fp.coreArea_mm2 = 0.0290
chipArea_mm2 = 0.0304

[clock_network]
numCtsBuffers = 37
cts_tree = built
post_cts.resized_instances = 0
cts_htree_levels = 2
postCtsHoldBufs = 0
cts.sinks = 358
cts-root-to-sink-buffers = 3
cts.clk_slew.worst_paths_ps = 60
cts-root-buf = sky130_fd_sc_hd__clkbuf_16
clock.latency.late_pin_ps = 520
post_cts.repair.setup_buffers = 0

[power]
power_mw = 6.32
max-vdd-ir-drop_mv = 0.239
p_leak_nw = 6.07
power.density_mw_per_mm2 = 378

[drt]
drt_wl_total_mm = 34.3
drt-pass1-iter-count = 6
first_iter_violations = 778
via_cell_ratio = 6.07
postRouteAntennaNets = 0
routedWlPerCell_um = 23.1
drc_errors = 0
num_vias = 9030
diode_count = 0

[synthesis]
synth_top_area_share_pct = 58.2
async_reset_ff_share_pct = 19.6
synth.yosys.num_cells = 1045
ys.flops = 358
top_cells_by_area = sky130_fd_sc_hd__edfxtp_1 (58%), sky130_fd_sc_hd__dfrtp_1 (12%), sky130_fd_sc_hd__ha_1 (2.8%), sky130_fd_sc_hd__a22oi_1 (2.5%), sky130_fd_sc_hd__mux2_2 (1.7%)
postSynthCellCount = 1045
mappedNetlistArea_mm2 = 0.0149
post_synth_num_cell_types = 69
flip_flops_with_a_built_in_enable = 288
synth_area_leader_cell = sky130_fd_sc_hd__edfxtp_1
yosys-stat-area_mm2 = 0.0149
ys.flop_type = sky130_fd_sc_hd__edfxtp_1
synth_sequential_area_ratio_pct = 69.9
post_synth.cell_area_avg_um2 = 14.2
synth-warning-count = 6

[worst_setup_path]
timing.critical_path.fanout_max = 12
worst-endpoint-arrival_ps = 3920
worst_setup_path_endpoint = rx_inst.rx_fifo.count[5]
crit_path_end_kind = flip-flop
worst_setup_path_startpoint = rx_inst.rx_fifo.count[1]
ff2ff_path_depth = 8
r2r_start = rx_inst.rx_fifo.count[1]
timing.critical_path.from_type = flip-flop
timing_worst_setup_path_type = flip-flop to flip-flop
reg_to_reg_critical_path_endpoint = rx_inst.rx_fifo.count[5]
timing.reg2reg.setup_slack_ps = 1490
critPathRequiredTime_ps = 5420

[place]
post-dp-hpwl_mm = 21.6
io_buffers = 23
gp_routability_congestion = 0.892
placed_cell_area_mm2 = 0.0156
setup_slack_placement_ps = 1270

[status]
status = complete, no violations

[job]
total_number_of_warnings_across_the_stage_logs = 42
max_cap_violations = 0

[worst_hold_path]
type_of_the_worst_min_delay_path = flip-flop to flip-flop

-- Yosys cell counts (4+ instances only) --
library cell                 n
sky130_fd_sc_hd__a211oi_1    8
sky130_fd_sc_hd__a21boi_0    5
sky130_fd_sc_hd__a21oi_1    38
sky130_fd_sc_hd__a221oi_1    9
sky130_fd_sc_hd__a222oi_1   15
sky130_fd_sc_hd__a22o_1     15
sky130_fd_sc_hd__a22oi_1    49
sky130_fd_sc_hd__a311oi_1    4
sky130_fd_sc_hd__a31oi_1    21
sky130_fd_sc_hd__and2_1     15
sky130_fd_sc_hd__and3_1     10
sky130_fd_sc_hd__buf_1      12
sky130_fd_sc_hd__clkbuf_1   41
sky130_fd_sc_hd__dfrtp_1    69
sky130_fd_sc_hd__edfxtp_1  288
sky130_fd_sc_hd__ha_1       33
sky130_fd_sc_hd__inv_1      38
sky130_fd_sc_hd__mux2_2     23
sky130_fd_sc_hd__mux2i_1    18
sky130_fd_sc_hd__nand2_1    51
sky130_fd_sc_hd__nand2b_1    4
sky130_fd_sc_hd__nand3_1    45
sky130_fd_sc_hd__nand3b_1   13
sky130_fd_sc_hd__nand4_1     7
sky130_fd_sc_hd__nor2_1     53
sky130_fd_sc_hd__nor2b_1    10
sky130_fd_sc_hd__nor3_1     12
sky130_fd_sc_hd__nor4_1      5
sky130_fd_sc_hd__o211ai_1    5
sky130_fd_sc_hd__o21ai_0    44
sky130_fd_sc_hd__o22ai_1     4
sky130_fd_sc_hd__o31ai_1     4
sky130_fd_sc_hd__or3_1       4
sky130_fd_sc_hd__xnor2_1    16
sky130_fd_sc_hd__xor2_1      9
-- cells by family after synthesis --
kind of cell               after synthesis  share of synthesized area, %
AOI/OAI and AO/OA                      248                          11.7
xor gates and xnor gates                25                          1.47
adders and majority gates               35                          2.98
buffers and inverters                   94                          2.44
DFF                                    358                          69.9
muxes                                   42                          3.10
and+or+nand+nor                        243                          8.35
-- report_power, final --
group | leakage (nW) | internal (mW) | switching (mW)
Clock | 0.568 | 1.56 | 1.09
Sequential | 3.81 | 3.30 | 0.0736
Combinational | 1.69 | 0.101 | 0.191
-- placed cells by master (no fill, tap or decap), types with 7 or more instances in the layout --
cell type | netlist | routed
sky130_fd_sc_hd__and2_1 | 15 | 15
sky130_fd_sc_hd__a211oi_1 | 8 | 8
sky130_fd_sc_hd__nor2b_1 | 10 | 10
sky130_fd_sc_hd__clkbuf_1 | 41 | 14
sky130_fd_sc_hd__edfxtp_1 | 288 | 288
sky130_fd_sc_hd__xnor2_1 | 16 | 16
sky130_fd_sc_hd__a21oi_1 | 38 | 38
sky130_fd_sc_hd__a222oi_1 | 15 | 15
sky130_fd_sc_hd__nor2_1 | 53 | 53
sky130_fd_sc_hd__buf_4 | 0 | 24
sky130_fd_sc_hd__clkbuf_16 | 0 | 40
sky130_fd_sc_hd__a22o_1 | 15 | 15
sky130_fd_sc_hd__a22oi_1 | 49 | 49
sky130_fd_sc_hd__nor3_1 | 12 | 12
sky130_fd_sc_hd__and3_1 | 10 | 10
sky130_fd_sc_hd__clkdlybuf4s50_1 | 0 | 23
sky130_fd_sc_hd__nand2_1 | 51 | 51
sky130_fd_sc_hd__inv_1 | 38 | 37
sky130_fd_sc_hd__mux2i_1 | 18 | 18
sky130_fd_sc_hd__xor2_1 | 9 | 9
sky130_fd_sc_hd__mux2_2 | 23 | 23
sky130_fd_sc_hd__o21ai_0 | 44 | 44
sky130_fd_sc_hd__ha_1 | 33 | 33
sky130_fd_sc_hd__nand4_1 | 7 | 7
sky130_fd_sc_hd__nand3_1 | 45 | 45
sky130_fd_sc_hd__nand3b_1 | 13 | 13
sky130_fd_sc_hd__a31oi_1 | 21 | 21
sky130_fd_sc_hd__dfrtp_1 | 69 | 69
sky130_fd_sc_hd__a221oi_1 | 9 | 9
-- final cells by class --
type                            instances  area [µm²]  area share [%]
Timing Repair Buffer                   47         410            2.45
Tap cell                              384         480            2.87
Sequential cell                       358       10400            62.2
Multi-Input combinational cell        593        4110            24.6
Inverter                               40         154           0.921
Clock buffer                           57        1090            6.55
Clock inverter                          9        70.1           0.419
-- critical path, cell delays in order (launching register included) --
cell and delay (ps):
sky130_fd_sc_hd__dfrtp_1 410, sky130_fd_sc_hd__or4_4 570, sky130_fd_sc_hd__o31ai_4 430, sky130_fd_sc_hd__inv_4 140, sky130_fd_sc_hd__ha_1 370, sky130_fd_sc_hd__and3_1 200
sky130_fd_sc_hd__a2111oi_0 860, sky130_fd_sc_hd__a21oi_1 130, sky130_fd_sc_hd__a211oi_1 290
-- metal layers --
metal  GRT usage [%]  wire, µm  up-vias
li1                -         -     4110
met1            39.5     14000     4406
met2            34.5     15100      458
met3            13.7      4350       56
met4            5.41       839        0
met5           0.481         0        -
-- worst min path at each step --
stage                 cells past startpoint                     endpoint  slack (ps)                    startpoint
final                                     0  rx_inst.rx_core.data_out[0]         440  rx_inst.rx_core.shift_reg[0]
after global routing                      0  rx_inst.rx_core.data_out[0]         450  rx_inst.rx_core.shift_reg[0]
after CTS                                 0  rx_inst.rx_core.data_out[0]         440  rx_inst.rx_core.shift_reg[0]
-- stage by stage --
step | util (%) | std cells | hold WS, ps
detailed placement | 53.6 | 1422 | 430
global route | 57.6 | 1488 | 450
finish | 57.6 | 1488 | 443
global placement | 53.6 | 1422 | 435
CTS | 57.6 | 1488 | 442
floorplan | - | 1045 | 419
Power is estimated from default activity; no workload was simulated.
